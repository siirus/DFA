File: run.sh
#!/bin/bash
# OpenROAD 26Q1-2900-gdf79404cd8, Yosys 0.63+post, stock flow scripts
make -C /OpenROAD-flow-scripts/flow DESIGN_CONFIG=/design/flow/config.mk WORK_HOME=/design/flow/orfs finish
File: config.mk
export PLATFORM = sky130hd
export DESIGN_NAME = Counter
export DESIGN_NICKNAME = Counter
export VERILOG_FILES = /design/flow/design.v
export SDC_FILE = /design/flow/constraint.sdc
export NUM_CORES = 4
export LEC_CHECK = 1
export CORE_AREA = 10 10 81 81
export DIE_AREA = 0 0 91 91
File: constraint.sdc
current_design Counter

set clk_period 2.3
set clk_io_pct 0.2

create_clock -name clk0 -period $clk_period [get_ports {clk}]

set non_clock_inputs [all_inputs -no_clocks]
set_input_delay [expr $clk_period * $clk_io_pct] -clock clk0 $non_clock_inputs
set_output_delay [expr $clk_period * $clk_io_pct] -clock clk0 [all_outputs]
File: design.v
`timescale 1ns / 1ps
module Counter(clk, start, cnt);
input clk, start;
output [0:15] cnt;
reg [0:15] tmp = 16'b0;
reg rst = 0;
always @(posedge clk or posedge start)
	begin
		if(start)
			tmp = 16'b0;
		else
			tmp = tmp + 1'b1;
	end
assign cnt = tmp;
endmodule
==> flow_summary.json <==
{
  "grt_pass1_vias": 518,
  "ys_area_um2": 702,
  "coreArea_mm2": 0.00482,
  "grt_util_met3_pct": 2.66,
  "status": "completed",
  "openroad.warnings": 25,
  "synthCells": 60,
  "edf_count": 0,
  "critPathLaunchType": "register",
  "clkSinkCount": 16,
  "slowest_stage": "clkdlybuf4s50_1",
  "min_path_type": "reg -> reg",
  "rsz0062_at_grt": "no",
  "cts_buffers": 3,
  "clkLatencyLatePin_ps": 250,
  "wl_um": 1560,
  "yosysMostFrequentCell": "dfrtp_1",
  "port_buffers": 17,
  "dp_cells": 144,
  "cp.required_ps": 1840,
  "avgRoutedWirePerCell_um": 10.6,
  "netlist_top_cells_count": "dfrtp_1 (16), xor2_1 (9), inv_1 (5), xnor2_1 (5)",
  "met1_usage_pct": 5.34,
  "largest_reg_flops": 16,
  "antenna_found_initial": 0,
  "finalCritPeriodShare_pct": 73.3,
  "leakage_nw": 0.450,
  "busiest_layer": "met2",
  "setup_ws_ps": 613,
  "cts.reportedPaths.clkPinSlew_ps": 60,
  "synthTopCellsByArea": "dfrtp_1 (57%), xor2_1 (11%), xnor2_1 (6.2%)",
  "vias": 495,
  "synth_area_leader_cell": "dfrtp_1",
  "drtPass1Iterations": 4,
  "crit_path_max_fanout": 5,
  "async_reset_ff_share_pct": 100,
  "postCtsHoldBufs": 0,
  "die_w_um": 91,
  "pin_count": 18,
  "fin_tns_setup_ps": 0,
  "top_area_share_pct": 57.0,
  "num_antenna_cells": 0,
  "synth-main-ff-cell": "dfrtp_1",
  "drtIter0Drc": 25,
  "grt_pass1_wl_um": 2740,
  "area.growth.synth_to_final_pct": 44.0,
  "place_ws_ps": 859,
  "max_cap_violations": 0,
  "nFillCells": 527,
  "slew_headroom_pct": 60.1,
  "finalInstanceArea_mm2": 0.00101,
  "ys_seq_share_pct": 57.0,
  "path_cells": "clkdlybuf4s50_1",
  "tightest_slew_ps": 598,
  "avgSynthCellArea_um2": 11.7,
  "hpwl_um": 1230,
  "cellPowerDensity_mw_per_mm2": 525,
  "crit_type": "reg -> out",
  "power_mw": 0.531,
  "hold_violations": 0,
  "crit_arrival_ps": 1230,
  "ys_types": 14,
  "gp_congestion": 0.766,
  "die.size.y_um": 91,
  "yosysWarningCount": 1,
  "fp_util_pct": 14.6,
  "htreeDepth": 1,
  "cts_tree": "built",
  "fin_skew_ps": 6.03,
  "drv_slew": 0,
  "cts_setup_buffers": 0,
  "track_usage_pct": 4.03,
  "met2_usage_pct": 5.67,
  "syn_area_um2": 702,
  "clock-root-buffer": "clkbuf_8",
  "rows": 25,
  "layout_min_cycle_time_ps": 1690,
  "ant_nets": 0,
  "crit_buf_inv": 1,
  "setup_viol": 0,
  "vdd_drop_max_mv": 0.196,
  "dpl-instance-area_um2": 956,
  "end_kind": "output pin",
  "cts-resized-gates": 0,
  "final_cells": 148,
  "drc": 0,
  "dieArea_mm2": 0.00828,
  "via_per_inst": 3.34,
  "critical_path.max_stage_delay_ps": 520,
  "grt_max_degree": 17,
  "final_layout_size_suffix_gt1_share_pct": 8.64,
  "timing.fmax_mhz": 593,
  "grt_overflow": 0,
  "path_delay_family": "buffers and inverters",
  "ys_ff": 16,
  "clk_path_buf_depth": 2,
  "yosys_cells": 60
}
## cell usage in the layout (no fill, tap or decap)
master / n
nand2_1: 4
nand4_1: 3
clkdlybuf4s50_1: 17
inv_1: 5
clkbuf_8: 4
xnor2_1: 5
nor4_2: 1
nor4_1: 3
nand4_4: 1
nor2_1: 3
xor2_1: 9
nand3_2: 1
nand3_1: 4
nor3_1: 4
dfrtp_1: 16
ha_1: 1
## power breakdown
group | total (mW) | internal (mW) | switching, mW
logic | 0.00691 | 0.00157 | 0.00534
clock network | 0.243 | 0.152 | 0.0910
registers | 0.282 | 0.282 | 0
total | 0.531 | 0.435 | 0.0963
## kinds of logic after synthesis
kind of cell / Yosys count / synth area share (%)
flip-flops: 16 / 57.0
XOR/XNOR: 14 / 17.5
adder cells (fa/ha/maj): 1 / 1.78
AND/OR/NAND/NOR: 24 / 21.0
buffers and inverters: 5 / 2.67
## final timing paths
path	cells past startpoint	slack (ps)	endpoint	from
max reg2reg	4	870	tmp[3]	tmp[15]
max in group asynchronous	2	1330	tmp[10]	start
min in group asynchronous	2	580	tmp[7]	start
min	1	470	tmp[0]	tmp[0]
min reg2reg	1	470	tmp[0]	tmp[0]
max	1	610	cnt[7]	tmp[7]
## metrics by stage
stage | hold slack [ps] | utilization [%]
after CTS | 469 | 21.0
after detailed placement | 457 | 19.8
after global routing | 484 | 21.0
final | 467 | 21.0
after floorplan | 374 | -
after global placement | 460 | 19.8
## final cells by class
| cell class | count | area (um2) | area share, % |
|---|---|---|---|
| inverters | 5 | 18.8 | 1.86 |
| well taps | 67 | 83.8 | 8.29 |
| clock buffers | 4 | 55.1 | 5.45 |
| multi-input cells | 39 | 283 | 28.0 |
| repair buffers | 17 | 170 | 16.8 |
| flip-flops and latches | 16 | 400 | 39.6 |
## metal layers
| layer | vias up | share of wire (%) |
|---|---|---|
| met3 | 0 | 13 |
| met2 | 19 | 43 |
| met1 | 234 | 45 |
| met5 | - | 0 |
| li1 | 242 | - |
| met4 | 0 | 0 |
Power figures rest on the tool's default switching activity, not on a simulated workload.
